File: flow/design.v
package rv32i_types;
typedef enum bit [6:0] {
    op_lui   = 7'b0110111,  
    op_auipc = 7'b0010111,  
    op_jal   = 7'b1101111,  
    op_jalr  = 7'b1100111,  
    op_br    = 7'b1100011,  
    op_load  = 7'b0000011,  
    op_store = 7'b0100011,  
    op_imm   = 7'b0010011,  
    op_reg   = 7'b0110011,  
    op_csr   = 7'b1110011   
} rv32i_opcode;
typedef enum bit [2:0] {
    beq  = 3'b000,
    bne  = 3'b001,
    blt  = 3'b100,
    bge  = 3'b101,
    bltu = 3'b110,
    bgeu = 3'b111
} branch_funct3_t;
typedef enum bit [2:0] {
    lb  = 3'b000,
    lh  = 3'b001,
    lw  = 3'b010,
    lbu = 3'b100,
    lhu = 3'b101
} load_funct3_t;
typedef enum bit [2:0] {
    sb = 3'b000,
    sh = 3'b001,
    sw = 3'b010
} store_funct3_t;
typedef enum bit [2:0] {
    add  = 3'b000,  
    sll  = 3'b001,
    slt  = 3'b010,
    sltu = 3'b011,
    axor = 3'b100,
    sr   = 3'b101,  
    aor  = 3'b110,
    aand = 3'b111
} arith_funct3_t;
typedef enum bit [2:0] {
    alu_add = 3'b000,
    alu_sll = 3'b001,
    alu_sra = 3'b010,
    alu_sub = 3'b011,
    alu_xor = 3'b100,
    alu_srl = 3'b101,
    alu_or  = 3'b110,
    alu_and = 3'b111
} alu_ops;
typedef struct packed {
	rv32i_opcode opcode;
	logic alumux1_sel;
	logic[2:0] alumux2_sel;
	branch_funct3_t cmpop;
	logic cmpmux_sel;
	alu_ops aluop;
	logic[2:0] funct3;
	logic[1:0] brtype;
	logic mem_read;
	logic mem_write;
	logic[1:0] wbmux_sel;
	logic load_regfile;
} rv32i_control_word;
typedef logic [255:0] rv32i_line;
typedef logic [31:0] rv32i_word;
typedef logic [4:0] rv32i_reg;
typedef logic [3:0] rv32i_mem_wmask;
endpackage : rv32i_types
module regfile
(
    input clk,
    input load,
    input [31:0] in,
    input [4:0] src_a, src_b, dest,
    output logic [31:0] reg_a, reg_b
);
logic [31:0] data [32]  ;
initial
begin
    for (int i = 0; i < $size(data); i++)
    begin
        data[i] = 32'b0;
    end
end
always_ff @(posedge clk)
begin
    if (load && dest)
    begin
        data[dest] = in;
    end
end
always_comb
begin
    reg_a = src_a ? data[src_a] : 0;
    reg_b = src_b ? data[src_b] : 0;
end
endmodule : regfile
File: flow/run.sh
#!/bin/bash
# OpenROAD 26Q1-2900-gdf79404cd8, Yosys 0.63+post, stock flow scripts
make -C /OpenROAD-flow-scripts/flow DESIGN_CONFIG=/design/flow/config.mk WORK_HOME=/design/flow/orfs finish
File: flow/config.mk
export PLATFORM = sky130hd
export DESIGN_NAME = regfile
export DESIGN_NICKNAME = regfile
export VERILOG_FILES = /design/flow/design.v
export SDC_FILE = /design/flow/constraint.sdc
export NUM_CORES = 4
export LEC_CHECK = 1
export CORE_UTILIZATION = 40
File: flow/constraint.sdc
current_design regfile

set clk_period 9.8
set clk_io_pct 0.2

create_clock -name clk0 -period $clk_period [get_ports {clk}]

set non_clock_inputs [all_inputs -no_clocks]
set_input_delay [expr $clk_period * $clk_io_pct] -clock clk0 $non_clock_inputs
set_output_delay [expr $clk_period * $clk_io_pct] -clock clk0 [all_outputs]
==> flow_metrics.tcl <==
# implementation run metrics
set metrics [dict create \
    status "finished, final reports clean" \
    coreArea_um2 118000 \
    die_area_um2 121000 \
    grt_pass1_vias 31400 \
    fillers 9611 \
    path_cells "buf_6, buf_4, nor2_4, buf_4, a221oi_1, o21ai_0, a311oi_1, buf_4, clkdlybuf4s50_1" \
    fp_util 0.405 \
    cts_root_buf "clkbuf_16" \
    numCtsBuffers 105 \
    vias 28100 \
    top_level_ports 113 \
    area_delta_synth_final_pct 14.2 \
    post_cts_buffers 0 \
    ys_sh_mux 0.250 \
    grt_max_degree 75 \
    worst_pin_slew_ns 1.06 \
    htree_levels 3 \
    fp-row-count 126 \
    wl_mm 156 \
    dr.pass1.iters 8 \
    synth-main-ff-cell "edfxtp_1" \
    drtIter0Drc 1928 \
    period_used_share 0.775 \
    synth_adder_area_share 0 \
    antenna-diode-count 0 \
    die-width_um 348 \
    synth_area_um2 47900 \
    async_flop_share 0 \
    drcViolationCount 0 \
    clockBufferDepth 3 \
    slew_viol_final 0 \
    grt-ovfl-total 0 \
    crit_arrival_ns 5.63 \
    leakage_uw 0.0177 \
    yosysCellCount 2564 \
    syn_avg_cell_area_um2 18.7 \
    yosysUniqueCellTypes 39 \
    slew_headroom 0.291 \
    final_antenna_net_count 0 \
    ys_top_logic_family "multiplexers" \
    cp-end-kind "output pin" \
    setup_violations 0 \
    criticalPathCategory "in -> out" \
    hold_path_class "in -> reg" \
    fmax_mhz 132 \
    avgViaCountPerCell 6.37 \
    synth_flops 1024 \
    xor_area_frac 0 \
    startpoint_type "input pin" \
    power_density_nw_per_um2 179 \
    cts_tree "done" \
    dpl_cell_area_um2 51300 \
    yosys_area_um2 47900 \
    place_hpwl_mm 88.2 \
    cts_resized 0 \
    design_area_um2 54700 \
    grt_pass1_wl_mm 221 \
    antenna_found_initial 2 \
    maxCapViolCount 0 \
    aoi_share 0.0615 \
    crit_path_max_incr_delay_ns 0.78 \
    netlist_instances 2564 \
    edf_count 1024 \
    clkTransAtPathRegs_ns 0.06 \
    ir_drop_uv 134 \
    worstPathRequired_ns 7.84 \
    simple_gate_share 0.0218 \
    grt_util_all_layers 0.283 \
    rsz0062_at_grt "false" \
    ys_seq_frac 0.642 \
    cts_sinks 1024 \
    tool_warnings 26 \
    period_needed_ns 7.59 \
    hold_violations 0 \
    drive_above_1_share 0.267 \
    portBuffers 112 \
    die_h_um 348 \
    cp_common_cell "buf_4" \
    slowest_stage "a311oi_1" \
    cts_hold_buf 0 \
    largest_register_ffs 1024 \
    path_max_fanout 30 \
    ys_warn_count 1 \
    fin_setup_tns_ns 0 \
    gp_congestion 0.900 \
    wire_per_inst_um 35.3 \
]
## power by group
| group | switching (µW) | internal [µW] | total, µW | leakage, µW |
|---|---|---|---|---|
| clock network | 1690 | 2320 | 4010 | 0.00164 |
| registers | 26.4 | 4890 | 4910 | 0.00925 |
| logic | 515 | 372 | 887 | 0.00678 |
| total | 2230 | 7580 | 9810 | 0.0177 |
## routing by layer
metal / wire length [µm] / vias to the layer above / global-route usage
li1: - / 11400 / -
met1: 46100 / 13900 / 0.300
met2: 70500 / 2414 / 0.402
met3: 31600 / 410 / 0.253
met4: 6870 / 20 / 0.0962
met5: 527 / - / 0.0328
## synthesized netlist by cell type, types with 37 or more instances
| cell type | n | area, µm² |
|---|---|---|
| edfxtp_1 | 1024 | 30700 |
| mux2i_1 | 320 | 3200 |
| mux4_2 | 316 | 7120 |
| clkbuf_1 | 98 | 368 |
| nand2_1 | 85 | 319 |
| a22oi_1 | 64 | 480 |
| mux2_2 | 64 | 721 |
| o221ai_1 | 64 | 561 |
| a211oi_1 | 53 | 398 |
| buf_4 | 53 | 398 |
| buf_2 | 50 | 250 |
| o21ai_0 | 50 | 250 |
| a221oi_1 | 38 | 333 |
| nor2b_1 | 37 | 231 |
## path summary, 6_finish.rpt
kind                      from      endpoint  depth (start not counted)
worst min-delay path    in[11]  data[18][11]                          2
worst max-delay path  src_a[0]     reg_a[27]                          9
## worst max-delay path, delay by kind of cell
family                 cells  cell delay (ns)
AOI/OAI and AO/OA          3             1.29
buffers and inverters      5             2.05
and+or+nand+nor            1             0.29
## cell families after synthesis
kind of cell / after synthesis
buffers and inverters: 217
multiplexers: 736
other: 1
AND-OR/OR-AND: 374
flip-flops: 1024
AND/OR/NAND/NOR: 212
## cell type report
type | count | area [µm²] | share of cell area
clock buffer | 123 | 2720 | 0.0496
clock inverter | 67 | 702 | 0.0128
inverter | 2 | 8.76 | 0.000160
multi-input combinational | 1354 | 16400 | 0.300
sequential | 1024 | 30700 | 0.562
tap | 1600 | 2000 | 0.0366
timing repair buffer | 246 | 2140 | 0.0392
## cells in the final DEF (no fill, tap or decap), types with 33 or more instances in the layout
master           synthesis  layout
edfxtp_1              1024    1024
mux2i_1                320     320
mux2_2                  64      64
clkdlybuf4s50_1          0     102
a22oi_1                 64      64
o21ai_0                 50      50
a211oi_1                53      53
nor2_4                   0      33
o221ai_1                64      64
a221oi_1                38      38
mux4_2                 316     316
clkbuf_16                0     106
nand2_1                 85      85
mux4_1                  36      36
buf_4                   53     134
## stage by stage
| stage | utilization | total power [µW] | std cells | hold slack, ns | setup slack [ns] |
|---|---|---|---|---|---|
| floorplan | - | 5490 | 2595 | 2.06 | 4.47 |
| global placement | 0.433 | 5870 | 4226 | 2.78 | 2.23 |
| detailed placement | 0.433 | 5880 | 4226 | 2.79 | 2.19 |
| CTS | 0.462 | 9860 | 4416 | 2.05 | 2.19 |
| global route | 0.462 | 10100 | 4416 | 2.10 | 2.01 |
| finish | 0.462 | 9810 | 4416 | 2.09 | 2.21 |
Power figures rest on the tool's default switching activity, not on a simulated workload.
