[design/flow/design.v]
package rv32i_types;
typedef enum bit [6:0] {
    op_lui   = 7'b0110111,  
    op_auipc = 7'b0010111,  
    op_jal   = 7'b1101111,  
    op_jalr  = 7'b1100111,  
    op_br    = 7'b1100011,  
    op_load  = 7'b0000011,  
    op_store = 7'b0100011,  
    op_imm   = 7'b0010011,  
    op_reg   = 7'b0110011,  
    op_csr   = 7'b1110011   
} rv32i_opcode;
typedef enum bit [2:0] {
    beq  = 3'b000,
    bne  = 3'b001,
    blt  = 3'b100,
    bge  = 3'b101,
    bltu = 3'b110,
    bgeu = 3'b111
} branch_funct3_t;
typedef enum bit [2:0] {
    lb  = 3'b000,
    lh  = 3'b001,
    lw  = 3'b010,
    lbu = 3'b100,
    lhu = 3'b101
} load_funct3_t;
typedef enum bit [2:0] {
    sb = 3'b000,
    sh = 3'b001,
    sw = 3'b010
} store_funct3_t;
typedef enum bit [2:0] {
    add  = 3'b000,  
    sll  = 3'b001,
    slt  = 3'b010,
    sltu = 3'b011,
    axor = 3'b100,
    sr   = 3'b101,  
    aor  = 3'b110,
    aand = 3'b111
} arith_funct3_t;
typedef enum bit [2:0] {
    alu_add = 3'b000,
    alu_sll = 3'b001,
    alu_sra = 3'b010,
    alu_sub = 3'b011,
    alu_xor = 3'b100,
    alu_srl = 3'b101,
    alu_or  = 3'b110,
    alu_and = 3'b111
} alu_ops;
typedef struct packed {
	rv32i_opcode opcode;
	logic alumux1_sel;
	logic[2:0] alumux2_sel;
	branch_funct3_t cmpop;
	logic cmpmux_sel;
	alu_ops aluop;
	logic[2:0] funct3;
	logic[1:0] brtype;
	logic mem_read;
	logic mem_write;
	logic[1:0] wbmux_sel;
	logic load_regfile;
} rv32i_control_word;
typedef logic [255:0] rv32i_line;
typedef logic [31:0] rv32i_word;
typedef logic [4:0] rv32i_reg;
typedef logic [3:0] rv32i_mem_wmask;
endpackage : rv32i_types
module data_array #(
    parameter s_index = 3,
    parameter s_offset = 5
)
(
    clk,
    read,
    write_en,
    rindex,
    windex,
    datain,
    dataout
);
localparam s_mask   = 2**s_offset;
localparam s_line   = 8*s_mask;
localparam num_sets = 2**s_index;
input clk;
input read;
input [s_mask-1:0] write_en;
input [s_index-1:0] rindex;
input [s_index-1:0] windex;
input [s_line-1:0] datain;
output logic [s_line-1:0] dataout;
logic [s_line-1:0] data [num_sets-1:0]  ;
logic [s_line-1:0] _dataout;
assign dataout = _dataout;
initial
begin
    for (int i = 0; i < num_sets; i++)
    begin
        data[i] = 1'b0;
    end
end
always_ff @(posedge clk)
begin
    if (read)
        for (int i = 0; i < s_mask; i++)
            _dataout[8*i +: 8] <= (write_en[i] & (rindex == windex)) ? datain[8*i +: 8] : data[rindex][8*i +: 8];
    for (int i = 0; i < s_mask; i++)
    begin
		data[windex][8*i +: 8] <= write_en[i] ? datain[8*i +: 8] : data[windex][8*i +: 8];
    end
end
endmodule : data_array
[design/flow/config.mk]
export PLATFORM = sky130hd
export DESIGN_NAME = data_array
export DESIGN_NICKNAME = data_array
export VERILOG_FILES = /design/flow/design.v
export SDC_FILE = /design/flow/constraint.sdc
export NUM_CORES = 4
export LEC_CHECK = 1
export CORE_UTILIZATION = 40
[design/flow/run.sh]
#!/bin/bash
# OpenROAD 26Q1-2900-gdf79404cd8, Yosys 0.63+post, stock flow scripts
make -C /OpenROAD-flow-scripts/flow DESIGN_CONFIG=/design/flow/config.mk WORK_HOME=/design/flow/orfs finish
[design/flow/constraint.sdc]
current_design data_array

set clk_period 6.6
set clk_io_pct 0.2

create_clock -name clk0 -period $clk_period [get_ports {clk}]

set non_clock_inputs [all_inputs -no_clocks]
set_input_delay [expr $clk_period * $clk_io_pct] -clock clk0 $non_clock_inputs
set_output_delay [expr $clk_period * $clk_io_pct] -clock clk0 [all_outputs]
==> results.py <==
# Metrics from the implementation run
metrics = {
    "outcome": {
        "status": "finished, final reports clean",
    },
    "clocking": {
        "clock_tree.htree_level_count": 4,
        "clock_sinks": 2304,
        "clock.latency.late_pin_ns": 0.90,
        "cts_resized": 0,
        "path_clk_slew_ns": 0.06,
        "tritoncts": "built",
        "root_buffer": "clkbuf_16",
        "cts_buffers": 232,
        "cts_hold_buf": 0,
        "clockBufferDepth": 3,
        "cts_setup_buffers": 0,
    },
    "global_route": {
        "grt_max_degree": 99,
        "grt_pass1_vias": 45000,
        "overflow": 0,
        "grt_usage_pct": 20.7,
        "grt_pass1_wl_um": 305000,
        "antenna_found_initial": 75,
    },
    "final_timing": {
        "relSlewSlack_pct": 50.1,
        "slew_violations": 0,
        "tns_ns": 0,
        "finalCritPeriodShare_pct": 59.3,
        "hold_viol": 0,
        "tightestPinTransition_ns": 0.746,
        "clock.fmax_mhz": 256,
        "rsz0062_at_grt": "false",
        "setup-violations-final": 0,
        "clock_skew_ns": 0.0674,
        "fin_crit_ns": 3.91,
    },
    "drt": {
        "vias_per_cell": 5.32,
        "first_iter_violations": 2370,
        "first_pass_iters": 4,
        "vias": 40800,
        "wl_met2_um": 102000,
        "m1WireLength_um": 71900,
        "wl_um": 209000,
        "top_layer_used": "met5",
        "antenna_left": 0,
        "wl_per_cell_um": 27.3,
        "wl_met3_um": 29800,
        "drcViolationCount": 0,
    },
    "flow_run": {
        "cap_violations": 0,
        "warnings": 26,
    },
    "critical_path": {
        "crit_type": "primary input to register",
        "cp-startpoint": "windex[1]",
        "worst_ep_required_time_ns": 7.19,
        "reg2reg_from": "data[7][33]",
        "arrival_ns": 4.50,
        "path_max_fanout": 17,
        "start_kind": "primary input",
        "end_kind": "register",
    },
    "die": {
        "floorplan.core_util_pct": 40.2,
        "io_pins": 552,
        "die_w_um": 475,
        "die_area_um2": 226000,
        "row_count": 173,
        "fp.coreArea_um2": 222000,
        "die_y_um": 475,
    },
    "place": {
        "place_inst": 7209,
        "numPortBuffers": 551,
        "hpwlAfterDp_um": 128000,
        "gp_congestion": 0.800,
    },
    "worst_hold_path": {
        "worstHoldStart": "data[4][35]",
        "hold_class": "register to register",
    },
    "finish": {
        "layout-drive-gt1-share_pct": 30.4,
        "synthToLayoutAreaGrowth_pct": 18.1,
        "fin_cells": 7670,
        "n_fill_cell": 17800,
    },
    "yosys": {
        "seq_area_frac_synth_pct": 77.3,
        "yosys_cells": 3807,
        "yosys_warnings": 1,
        "synthCells": 3807,
        "ys_types": 17,
        "syn_area_um2": 89500,
        "yosysChipArea_um2": 89500,
        "avgSynthCellArea_um2": 23.5,
        "ys.flops": 2304,
    },
    "power": {
        "ir_worst_vdd_v": 0.000294,
        "p_total_mw": 31.7,
        "p_leak_nw": 33.3,
        "p_per_area_nw_per_um2": 299,
    },
}
flip-flops by register name, summed over array words and instances, names as in the netlist:
name      flops
_dataout    256
data       2048
routing by layer:
metal  global-route usage (%)  vias up
met5                    0.692        -
met4                     4.20      108
met3                     13.3      425
met2                     31.0     2102
met1                     26.8    20700
li1                         -    17400
kinds of logic (layout without fill, tap and decap cells):
kind of cell | count (synthesis) | in the layout | synth area share, %
other cells | 0 | 38 | 0
simple gates | 297 | 297 | 2.08
xor+xnor | 3 | 3 | 0.0378
flops | 2304 | 2304 | 77.3
buf+inv | 179 | 1029 | 1.22
mux | 1024 | 1024 | 19.3
layout by cell type, fill, tap and decap left out, types with 2 or more instances in the layout:
| cell | count |
|---|---|
| edfxtp_1 | 2304 |
| clkdlybuf4s50_1 | 547 |
| mux4_2 | 512 |
| mux2_2 | 512 |
| and2_1 | 256 |
| clkbuf_16 | 232 |
| clkinv_1 | 54 |
| clkinv_2 | 48 |
| clkbuf_1 | 45 |
| buf_4 | 45 |
| diode_2 | 38 |
| nand4_1 | 32 |
| bufinv_16 | 14 |
| clkinv_16 | 12 |
| buf_12 | 10 |
| clkinvlp_4 | 8 |
| clkinv_4 | 6 |
| buf_8 | 4 |
| nor3b_2 | 3 |
| xnor2_2 | 2 |
| and3b_4 | 2 |
| inv_6 | 2 |
worst paths after layout:
check / endpoint / slack [ns] / cells past startpoint
setup reg to reg: _dataout[33] / 4.91 / 3
hold reg to reg: _dataout[35] / 0.83 / 3
setup / recovery: _dataout[48] / 2.69 / 6
hold / removal: _dataout[35] / 0.83 / 3
critical path, cell delays in order:
cell	delay [ns]
clkdlybuf4s50_1	0.81
xnor2_4	0.16
buf_4	0.40
buf_4	0.59
nand4_1	0.66
mux2_2	0.48
synthesized netlist by cell type (all sizes together):
cell type / number / share of area, %
edfxtp: 2304 / 77
mux2: 512 / 6.4
mux4: 512 / 13
and2: 256 / 1.8
clkbuf: 94 / 0.39
buf: 85 / 0.83
nand4: 32 / 0.22
nor3b: 3 / 0.025
xnor2: 3 / 0.038
and3b: 2 / 0.020
and3: 1 / 0.0070
nand2: 1 / 0.0042
nor2: 1 / 0.0042
nor3: 1 / 0.0056
per-stage QoR:
stage / cell area (µm²) / utilization [%] / hold slack, ns / worst slack (ns)
6_report: 106000 / 47.5 / 0.831 / 2.69
4_1_cts: 106000 / 47.5 / 0.827 / 2.69
3_3_place_gp: 98200 / 44.2 / 0.866 / 1.75
5_1_grt: 106000 / 47.5 / 0.874 / 2.51
2_1_floorplan: 89500 / - / 0.855 / 3.38
3_5_place_dp: 98200 / 44.2 / 0.872 / 1.71
where the power goes:
group | internal (mW) | switching [mW]
Sequential | 16.8 | 0.175
Clock | 7.03 | 5.56
Combinational | 1.12 | 1.02
Total | 24.9 | 6.75
layout make-up:
| cell class | count | area, µm² | area share [%] |
|---|---|---|---|
| clock buffers | 277 | 5970 | 5.65 |
| well taps | 2975 | 3720 | 3.52 |
| diodes | 38 | 95.1 | 0.0900 |
| flip-flops and latches | 2304 | 69200 | 65.5 |
| clock inverters | 146 | 1390 | 1.32 |
| multi-input cells | 1324 | 19300 | 18.2 |
| repair buffers | 606 | 6070 | 5.75 |
Power is estimated from default activity; no workload was simulated.
