`/design/flow/design.v`:
```
package rv32i_types;
typedef enum bit [6:0] {
    op_lui   = 7'b0110111,  
    op_auipc = 7'b0010111,  
    op_jal   = 7'b1101111,  
    op_jalr  = 7'b1100111,  
    op_br    = 7'b1100011,  
    op_load  = 7'b0000011,  
    op_store = 7'b0100011,  
    op_imm   = 7'b0010011,  
    op_reg   = 7'b0110011,  
    op_csr   = 7'b1110011   
} rv32i_opcode;
typedef enum bit [2:0] {
    beq  = 3'b000,
    bne  = 3'b001,
    blt  = 3'b100,
    bge  = 3'b101,
    bltu = 3'b110,
    bgeu = 3'b111
} branch_funct3_t;
typedef enum bit [2:0] {
    lb  = 3'b000,
    lh  = 3'b001,
    lw  = 3'b010,
    lbu = 3'b100,
    lhu = 3'b101
} load_funct3_t;
typedef enum bit [2:0] {
    sb = 3'b000,
    sh = 3'b001,
    sw = 3'b010
} store_funct3_t;
typedef enum bit [2:0] {
    add  = 3'b000,  
    sll  = 3'b001,
    slt  = 3'b010,
    sltu = 3'b011,
    axor = 3'b100,
    sr   = 3'b101,  
    aor  = 3'b110,
    aand = 3'b111
} arith_funct3_t;
typedef enum bit [2:0] {
    alu_add = 3'b000,
    alu_sll = 3'b001,
    alu_sra = 3'b010,
    alu_sub = 3'b011,
    alu_xor = 3'b100,
    alu_srl = 3'b101,
    alu_or  = 3'b110,
    alu_and = 3'b111
} alu_ops;
typedef struct packed {
	rv32i_opcode opcode;
	logic alumux1_sel;
	logic[2:0] alumux2_sel;
	branch_funct3_t cmpop;
	logic cmpmux_sel;
	alu_ops aluop;
	logic[2:0] funct3;
	logic[1:0] brtype;
	logic mem_read;
	logic mem_write;
	logic[1:0] wbmux_sel;
	logic load_regfile;
} rv32i_control_word;
typedef logic [255:0] rv32i_line;
typedef logic [31:0] rv32i_word;
typedef logic [4:0] rv32i_reg;
typedef logic [3:0] rv32i_mem_wmask;
endpackage : rv32i_types
module l2_data_array #(
    parameter s_offset = 5,
    parameter s_index = 3,
	 parameter s_mask   = 2**s_offset,
	 parameter s_line   = 8*s_mask,
	 parameter num_sets = 2**s_index
)
(
    input clk,
	 input read,
    input [s_mask-1:0] write_en,
    input [s_index-1:0] index,
    input [s_line-1:0] datain,
    output logic [s_line-1:0] dataout
);
logic [s_line-1:0] data [num_sets-1:0]  ;
assign dataout = data[index];
initial
begin
    for (int i = 0; i < num_sets; i++)
    begin
        data[i] = 1'b0;
    end
end
always_ff @(posedge clk)
begin
    for (int i = 0; i < s_mask; i++)
    begin
		data[index][8*i +: 8] <= write_en[i] ? datain[8*i +: 8] : data[index][8*i +: 8];
    end
end
endmodule : l2_data_array
```
`/design/flow/run.sh`:
```
#!/bin/bash
# OpenROAD 26Q1-2900-gdf79404cd8, Yosys 0.63+post, stock flow scripts
make -C /OpenROAD-flow-scripts/flow DESIGN_CONFIG=/design/flow/config.mk WORK_HOME=/design/flow/orfs finish
```
`/design/flow/config.mk`:
```
export PLATFORM = sky130hd
export DESIGN_NAME = l2_data_array
export DESIGN_NICKNAME = l2_data_array
export VERILOG_FILES = /design/flow/design.v
export SDC_FILE = /design/flow/constraint.sdc
export NUM_CORES = 4
export LEC_CHECK = 1
export CORE_UTILIZATION = 40
```
`/design/flow/constraint.sdc`:
```
current_design l2_data_array

set clk_period 74.5
set clk_io_pct 0.2

create_clock -name clk0 -period $clk_period [get_ports {clk}]

set non_clock_inputs [all_inputs -no_clocks]
set_input_delay [expr $clk_period * $clk_io_pct] -clock clk0 $non_clock_inputs
set_output_delay [expr $clk_period * $clk_io_pct] -clock clk0 [all_outputs]
```
==> run summary <==
fresh numbers from the pnr run: status finished, final reports clean, grt ovf 0, Yosys reg bits 2048, Die W 452.4 um, CTS tree yes, Worst Path Required 59.60 ns, clk sinks 2048, num rows 164, post-CTS sizing 0, cell count after synthesis 3642, minimum clock period 34.08 ns, most numerous cell on the critical path buf_4, worst reg2reg path startpoint data[7][12], Placed Area 89840 um^2, Die Y 452.4 um, clk ins delay skew pair 0.83 ns, crit-path max FO 81, Final period util 0.4574, largest net degree at the start of global routing 179, Clock transition at path regs 0.06 ns, DRC viols 0, Post-Route WL 184200 um, RSZ-0062 raised after global routing false, max cap viols 0, Final Skew 0.03236 ns, Peak VDD IR 0.00002006 V, TritonRoute pass-1 iters 5, WS Path Type input pin to output port, Post-DRT Antenna Nets 0, CTS HTree Levels 4, crit path buf inv count 6, CTS Hold Bufs 0, crit path DAT 19.18 ns, initial antenna violation count 28, Fin. Hold Viols 0, Ys Warns 1, yosys cell count 3642, post-route setup TNS 0 ns, top achievable clock speed 29.35 MHz, startpoint types input pin, cell family with most CP delay buffers and inverters, slowest stage cell, crit path buf_4, Hold Path Origin data[5][228], Die Footprint 204700 um^2, initial DRC count 2096, Syn-to-layout area delta 18.37%, Yosys Chip Area 81140 um^2, Placeable Area 200700 um^2, PwrDens 26.17 nW/um^2, CTS Buffer Depth 3, crit-path cells buf_8 > buf_4 > buf_4 > buf_4 > buf_4 > nand2_1 > mux4_2 > nand2_1 > clkdlybuf4s50_1, Netlist Area Pre-Place 81140 um^2, Root Driver clkbuf_16, Slew headroom 0.4088, vias in the first global route 41.40k, slowest stage delay, CP 0.60 ns, Vias/cell 5.331, hold crit path type flop to flop, drt wl/cell 25.81 um, flop-to-flop setup slack 72.69 ns, Placed Instances 6755, I/O pin count 549, cts bufs inserted 208, first-pass GRT wire length 270500 um, Tightest Pin Transition 0.8847 ns, final instance count without filler cells 7136, Util after Layout 0.4786, Most flops, register data, Post-CTS Repair Setup Buffers 0, Port Buffer Count 547, max FFs per register 2048, share of post-route cells with drive strength above 1 0.2992, DP Wirelength 104400 um, Seq share, synth 0.7579, Leak Pwr 0.03051 uW, Final setup viols 0, mean area per synthesized cell 22.28 um^2, Final Max Tran Viols 0, fin area 96040 um^2, crit path from index[2], endpoint class of the critical path output port, top flop regs data (2048), via count 38.04k, GPL Wtd Cong 0.7987, fp_density 0.4043, OpenROAD warning count 30, GRT Total Usage 0.1991, Unique cell types 17
-- through the flow --
stage                     setup slack (ns)  total power, uW  hold slack (ns)
after CTS                            40.32             2545            1.004
after detailed placement             40.32             1588            1.011
after floorplan                      39.18             1498           0.9334
after global placement               40.37             1584           0.9917
final                                40.42             2513           0.9972
after global routing                 40.07             2603            1.059
-- where the power goes --
part           switching [uW]  leakage, uW  total [uW]  internal (uW)
Sequential               8.14       0.0188        1340           1330
Combinational             111      0.00870         215            104
Clock                     422      0.00302         955            533
Total                     542       0.0305        2510           1970
-- routing by layer --
metal  global-route usage  wire length (um)
met1               0.2699             65550
met2               0.3117             94390
met3               0.1029             20360
met4              0.03586              3723
met5            0.0004664               130
-- cells in the mapped netlist --
cell,count,share of area
buf_1,32,0.0015
and3_1,2,0.00015
nand2b_1,157,0.012
edfxtp_1,2048,0.76
mux2_2,434,0.060
nor2_1,42,0.0019
nor3_1,2,0.00012
buf_2,35,0.0022
buf_6,31,0.0043
buf_4,3,0.00028
mux4_2,512,0.14
a31oi_1,39,0.0030
inv_2,27,0.0012
inv_1,1,0.000046
clkbuf_1,80,0.0037
nor3b_1,1,0.000093
nand2_1,196,0.0091
-- cell type report --
type	instances	area, um^2
multi-input combinational	1385	18620
antenna	8	20.02
inverter	28	107.6
sequential	2048	61500
fill	16200	104600
tap	2656	3323
clock inverter	108	715.7
timing repair buffer	638	6299
clock buffer	265	5461
-- cells in the final DEF, fill, tap and decap left out, drive strengths merged --
cell and count:
mux2 434, diode 8, clkinv 90, and3 2, buf 94, nor3 2
a31oi 39, clkinvlp 2, nor2 42, inv 39, clkbuf 265, nand2 196
bufinv 5, nor3b 1, edfxtp 2048, nand2b 157, clkdlybuf4s50 544, mux4 512
-- final timing paths --
kind                  endpoint  cells after the start
setup reg to reg   data[2][12]                      3
hold / removal    data[1][228]                      3
hold reg to reg   data[1][228]                      3
setup / recovery   dataout[83]                      9
-- worst register-to-register path, delay by kind of cell (launching register included) --
family / cells / cell delay (ns)
flip-flops: 1 / 0.36
multiplexers: 3 / 1.16
-- kinds of logic (layout without fill, tap and decap cells) --
family          Yosys count  after routing  synth area share
compound gates           39             39          0.003007
mux                     946            946            0.2023
other cells               0              8                 0
buf+inv                 209           1039           0.01322
simple gates            400            400           0.02349
flops                  2048           2048            0.7579
No activity file was given, so power comes from the tool's default toggle rates.
